File: flow/design.v
`timescale 1ns / 1ps
module inv_GF_2_8_multiplier(
data1,
data2,
data3,
data4,
multiplied_data1,
multiplied_data2,
multiplied_data3,
multiplied_data4
);
input [7:0] data1,data2,data3,data4;
output [7:0] multiplied_data1, multiplied_data2, multiplied_data3, multiplied_data4;
assign multiplied_data1=multiply_0E(data1)^multiply_0B(data2)^multiply_0D(data3)^multiply_09(data4);
assign multiplied_data2=multiply_09(data1)^multiply_0E(data2)^multiply_0B(data3)^multiply_0D(data4);
assign multiplied_data3=multiply_0D(data1)^multiply_09(data2)^multiply_0E(data3)^multiply_0B(data4);
assign multiplied_data4=multiply_0B(data1)^multiply_0D(data2)^multiply_09(data3)^multiply_0E(data4);
function [7:0] multiply_09(input [7:0]a);
    begin    
    multiply_09=(multiply_02(multiply_02(multiply_02(a)))^ a);
    end
endfunction
function [7:0] multiply_0B(input [7:0]a);
    begin    
    multiply_0B=(multiply_02(multiply_02(multiply_02(a))^a)^a);
    end
endfunction
function [7:0] multiply_0D(input [7:0]a);
    begin    
    multiply_0D=(multiply_02(multiply_02((multiply_02(a)^a)))^a);
    end
endfunction
function [7:0] multiply_0E(input [7:0]a);
    begin    
    multiply_0E=multiply_02(multiply_02(multiply_02(a)^a)^a);
    end
endfunction
function [7:0] multiply_01(input [7:0]a);
    begin    
    multiply_01=a;
    end
endfunction
function [7:0] multiply_02(input [7:0]a);
    begin    
    if (a[7]==0) begin        
        multiply_02=a<<1; 
    end else begin
        multiply_02=(a<<1)^8'b00011011;
    end
    end
endfunction  
function [7:0] multiply_03(input [7:0]a);
    begin   
    multiply_03=multiply_02(a)^a;
    end
endfunction      
endmodule
`timescale 1ns / 1ps
module inverse_mixcol(
data_in,
inverse_mixdata
);
input  [0:127] data_in;
output  [0:127] inverse_mixdata;
inv_GF_2_8_multiplier COL1(data_in[0:7],data_in[8:15],data_in[16:23],data_in[24:31],
                      inverse_mixdata[0:7],inverse_mixdata[8:15],inverse_mixdata[16:23],inverse_mixdata[24:31]);
inv_GF_2_8_multiplier COL2(data_in[32:39],data_in[40:47],data_in[48:55],data_in[56:63],
                      inverse_mixdata[32:39],inverse_mixdata[40:47],inverse_mixdata[48:55],inverse_mixdata[56:63]);
inv_GF_2_8_multiplier COL3(data_in[64:71],data_in[72:79],data_in[80:87],data_in[88:95],
                        inverse_mixdata[64:71],inverse_mixdata[72:79],inverse_mixdata[80:87],inverse_mixdata[88:95]);
inv_GF_2_8_multiplier COL4(data_in[96:103],data_in[104:111],data_in[112:119],data_in[120:127],
                      inverse_mixdata[96:103],inverse_mixdata[104:111],inverse_mixdata[112:119],inverse_mixdata[120:127]);
endmodule
File: flow/run.sh
#!/bin/bash
# OpenROAD 26Q1-2900-gdf79404cd8, Yosys 0.63+post, stock flow scripts
make -C /OpenROAD-flow-scripts/flow DESIGN_CONFIG=/design/flow/config.mk WORK_HOME=/design/flow/orfs finish
File: flow/config.mk
export PLATFORM = sky130hd
export DESIGN_NAME = inverse_mixcol
export DESIGN_NICKNAME = inverse_mixcol
export VERILOG_FILES = /design/flow/design.v
export SDC_FILE = /design/flow/constraint.sdc
export NUM_CORES = 4
export LEC_CHECK = 1
export CORE_UTILIZATION = 50
File: flow/constraint.sdc
current_design inverse_mixcol

set clk_period 5.0
set clk_io_pct 0.2

create_clock -name clk0 -period $clk_period

set non_clock_inputs [all_inputs -no_clocks]
set_input_delay [expr $clk_period * $clk_io_pct] -clock clk0 $non_clock_inputs
set_output_delay [expr $clk_period * $clk_io_pct] -clock clk0 [all_outputs]
==> metrics.cfg <==
[power_and_ir_drop]
ir_drop_mv=0.280
p_total_mw=4.24
p_sw_mw=1.36
powerDensity_nw_per_um2=372
p_comb_frac=1.000
p_int_mw=2.88
sw_frac_of_total=0.321
p_leak_nw=4.59
p_seq_frac=0
p_clk_frac=0

[route]
wire_per_inst_um=17.9
first_pass_iters=4
vias=6087
antennaDiodeCount=0
drtIter0Drc=240
wirelength_um=22900
drc=0
viasPerCell=4.76
detail-route-antenna-nets=0

[sta]
rsz0062_at_grt=false
report.final.slew_viol_count=0
setup_violations=0
period_needed_ns=4.64
max_slew_margin=0.519
fin_crit_sh=0.929
fmaxAchievable_mhz=215
worst_slack_ns=0.357
fin_setup_tns_ns=0
finalHoldViolations=0
worst_slew_pin_slew_ns=0.716
hold_slack_ns=3.21

[clocking]
ctsResizeCount=0
cts_hold_buf=0
post_cts_buffers=0

[run]
maxCapViolCount=0
warning_count=33

[placed_design]
placed_area_um2=11400
io_buffers=256
hpwlAfterDp_um=20000
dpl.cell_count=1278
dp_slack_ns=0.336
gp_congestion=0.926

[grt]
busiest_layer=met2
grt_util_met3=0.0465
grt_pass1_wl_um=35700
antenna_found_initial=0
grt_pass1_vias=6290
gr-usage-met2=0.457
grt_max_degree=9
globalRouteMet1Util=0.392
track_usage=0.273
grt-ovfl-total=0

[critical_path]
end_kind=output port
critPathKind=in -> out
crit_arrival_ns=3.64
slowest_delay_ns=0.75
crit_chain=clkdlybuf4s50_1 > xor2_2 > xnor3_1 > xnor2_1 > xnor2_1 > clkdlybuf4s50_1
crit_slowest_cell=clkdlybuf4s50_1
crit_fanout=6
path_buffers=2
cp.required_ns=4.00
worst_setup_path_start_kind=input port
crit_family=XOR/XNOR gates

[cells_and_area]
final_area_um2=11400
n_clock_buffer=0
lay_top_cells=512 x xnor2_1, 256 x clkdlybuf4s50_1, 128 x xor2_1, 95 x xnor3_1, 44 x buf_4
area_growth_pct=33.3
regArea_um2=0
fin_cells=1278
layout_top_cell=xnor2_1
flop-count=0
postLayoutCoreUtil=0.685
drive_gt1_frac=0.0501

[run_status]
status=complete, no violations

[yosys]
ys_area_um2=8550
syn_area_um2=8550
synth_cell_types=11
synth_area_per_cell_um2=10.3
ys_seq_frac=0
ys.warnings.count=1
synth-cells-yosys=829
synth_cells=829

[floorplanning]
die_h_um=133
die_x_um=133
rows=47
die_area_um2=17600
io_pins=256
coreArea_um2=16600
floorplan.core_util=0.514

[worst_hold_path]
hold_end=inverse_mixdata[46]
worstHoldStart=data_in[62]
worstHoldPathType=in -> out
hold_depth=4

[per-layer routing]
layer | vias up | part of all wire
met5 | - | 0
met4 | 0 | 0.011
met3 | 18 | 0.064
met2 | 231 | 0.49
met1 | 2831 | 0.44
li1 | 3007 | -
[worst min-delay path: stages]
cell and delay [ns]:
clkdlybuf4s50_1 0.51, xnor2_1 0.23, xnor2_1 0.07, clkdlybuf4s50_1 0.40
[power by group through the flow]
stage | logic (mW) | registers [mW] | clock network, mW
CTS | 4.30 | 0 | 0
global route | 4.55 | 0 | 0
finish | 4.24 | 0 | 0
[area by class of cell]
type,count,area (um^2)
Fill cell,1330,5240
Multi-Input combinational cell,758,8230
Tap cell,220,275
Timing Repair Buffer,300,2890
[cells in the mapped netlist]
| library cell | n | area share |
|---|---|---|
| xnor3_1 | 95 | 0.25 |
| buf_2 | 39 | 0.023 |
| xor2_1 | 128 | 0.13 |
| xor2_2 | 3 | 0.0057 |
| xnor3_2 | 1 | 0.0028 |
| clkbuf_1 | 30 | 0.013 |
| xnor2_2 | 5 | 0.0095 |
| buf_1 | 1 | 0.00044 |
| buf_6 | 1 | 0.0013 |
| xnor2_1 | 512 | 0.52 |
| xor3_1 | 14 | 0.039 |
[cell families (layout without fill, tap and decap cells)]
group	after synthesis	in the layout	synth area share
xor gates and xnor gates	758	758	0.962
buffers and inverters	71	300	0.0377
[worst max path at each step]
stage | startpoint | end | slack (ns) | cells past startpoint
CTS | data_in[88] | inverse_mixdata[92] | 0.33 | 6
global route | data_in[88] | inverse_mixdata[76] | 0.23 | 6
finish | data_in[88] | inverse_mixdata[76] | 0.36 | 6
