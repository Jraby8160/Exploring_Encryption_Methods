--- run.sh ---
#!/bin/bash
# OpenROAD 26Q1-2900-gdf79404cd8, Yosys 0.63+post, stock flow scripts
make -C /OpenROAD-flow-scripts/flow DESIGN_CONFIG=/design/flow/config.mk WORK_HOME=/design/flow/orfs finish
--- config.mk ---
export PLATFORM = sky130hd
export DESIGN_NAME = rx
export DESIGN_NICKNAME = rx
export VERILOG_FILES = /design/flow/design.v
export SDC_FILE = /design/flow/constraint.sdc
export NUM_CORES = 4
export LEC_CHECK = 1
export CORE_UTILIZATION = 30
--- constraint.sdc ---
current_design rx

set clk_period 13.2
set clk_io_pct 0.2

create_clock -name clk0 -period $clk_period [get_ports {clk}]

set non_clock_inputs [all_inputs -no_clocks]
set_input_delay [expr $clk_period * $clk_io_pct] -clock clk0 $non_clock_inputs
set_output_delay [expr $clk_period * $clk_io_pct] -clock clk0 [all_outputs]
--- design.v ---
`timescale 1ns / 1ps
module rx(
    clk, 
    data_in, 
    data_state,
    data_out  
    );
input clk,data_in;
output [127:0] data_out;
output  data_state;
parameter clock_speed=100000000; 
parameter baud_rate=9600; 
parameter clock_per_bit=10417; 
reg[1:0] state=2'b0; 
localparam init=2'd0,start=2'd1,readdata=2'd2,stop=2'd3; 
reg[24:0] clock_counter=24'b0; 
reg[24:0] temp_clock_counter=24'b0; 
reg[7:0] output_array=8'b0; 
reg[6:0] no_data_recieved=7'b0,temp_no_data_recieved=3'b0; 
reg[127:0] temp_temp_data_out=128'b0,temp_data_out=128'b0,data_out128=128'b1; 
reg temp_data_state=0;
reg [18:0] data_state_counter=0;
always@(posedge clk) begin
case (state)
init:
    begin
    if (clock_counter==clock_per_bit<<3)
    begin
    temp_data_state<=1'b0;  
    clock_counter<=0;
    end
    else
    begin
        clock_counter<=clock_counter+1;
    end
    if(data_in==0) 
    begin
        clock_counter<=0;
        state<=start; 
    end  
    end
start:
    begin
    if(clock_counter==(clock_per_bit>>1)) 
    begin
        if(data_in==0) 
        begin
            clock_counter<=0; 
            state<=readdata; 
        end
        else
        begin
            state<=init; 
        end      
    end
    else
    begin
        clock_counter<=clock_counter+1; 
    end
    end
readdata:
    begin
    if(clock_counter==clock_per_bit)
        begin
            clock_counter<=0;
            output_array<={data_in,output_array[7:1]}; 
            no_data_recieved<=temp_no_data_recieved; 
            if (&no_data_recieved[2:0]) 
            begin
                clock_counter<=0; 
                temp_temp_data_out<=temp_data_out; 
                state<=stop; 
            end
        end
    else
        begin
        clock_counter<=clock_counter+1; 
        end    
    end
stop:
    begin  
    if(~(|no_data_recieved[6:0])) 
        begin
        temp_data_state<=1'b1;            
        end 
    else
        begin
        temp_data_state<=1'b0;   
        end
    if(clock_counter==clock_per_bit) 
    begin
         clock_counter<=0; 
        state<=init; 
    end
    else
    begin
    clock_counter<=clock_counter+1; 
    end
    end
default:
    state<=init;
endcase
end
always@(posedge clk) 
    begin
    temp_no_data_recieved<=no_data_recieved+1; 
    if (state==stop)
        begin
        temp_data_out<={temp_temp_data_out[119:0],output_array}; 
        if(~(|no_data_recieved[6:0])) 
            begin
            data_out128<=temp_data_out; 
            end
        end
    if (state==init)
    begin
        if(temp_clock_counter==clock_per_bit*160)
        begin
            data_out128<=128'b1; 
            temp_clock_counter<=0;
        end
        else
        begin
            temp_clock_counter<=temp_clock_counter+1;
        end   
    end
    else
        begin
            temp_clock_counter<=0;
        end
end
assign data_state=temp_data_state;
assign data_out=data_out128;
endmodule
==> impl_metrics.tcl <==
# metrics dict for downstream scripts
set metrics [dict create \
    status "complete, no violations" \
    cts_resized 0 \
    slowest_stage "clkdlybuf4s50_1" \
    synth_top_flop_cell "edfxtp_1" \
    fp_util_pct 30.66 \
    postRouteWirelength_microns 30590 \
    area_leaders "edfxtp_1 (55%), dfxtp_1 (20%), mux2i_1 (8.3%)" \
    use_met3_pct 4.940 \
    worst_path_largest_cell_delay_ps 560 \
    grt_pass1_wl_microns 47570 \
    path_class "flip-flop to output pin" \
    busiest_layer "met1" \
    yosys.area_share.adder_pct 1.102 \
    drc 0 \
    numCtsBuffers 48 \
    synth.logic.top_family "simple AND/OR/NAND/NOR gates" \
    final_area_sq_mm 0.01958 \
    htree_num_levels 2 \
    synthAoiAreaFrac_pct 3.386 \
    period_needed_ps 4104 \
    pin_count 131 \
    setup_viol 0 \
    syn2layout_area_growth_pct 23.21 \
    clockRootBuffer "clkbuf_16" \
    diodes 0 \
    gr-usage-met2_pct 17.29 \
    crit_path_max_fanout 2 \
    fill_cells 4687 \
    post_drt_wl_per_cell_microns 16.13 \
    ys_async_sr_fraction_pct 0 \
    die_w_microns 232.1 \
    clock-sinks 451 \
    grtUsageMet1_pct 17.34 \
    leakage_nw 7.633 \
    fin_ws_ps 9096 \
    ys.warnings.count 1 \
    maxCapViolCount 0 \
    top_area_cell "edfxtp_1" \
    first_iter_violations 538 \
    rsz0062_at_grt "no" \
    grt_pass1_vias 8375 \
    port_buffers 130 \
    ant_nets 0 \
    tns_ps 0 \
    viasPerCell 4.540 \
    row_count 83 \
    clkTransAtPathRegs_ps 60 \
    edf_count 291 \
    maxSlewHeadroom_pct 27.40 \
    simple_gate_area_share_pct 8.465 \
    gp_congestion 0.7953 \
    cp_top_family "buffers and inverters" \
    cp-end-kind "output pin" \
    warnings 39 \
    cts_hold_buf 0 \
    ys_ff 451 \
    finalClockPeriodUsage_pct 31.09 \
    drv_slew 0 \
    critPathLaunchType "flip-flop" \
    yosysTopAreaCellShare_pct 55.00 \
    fin_hold_ws_ps 399.7 \
    synth_area_sq_mm 0.01589 \
    synth_stat.cells 1034 \
    clock_path_buffers 3 \
    worstSkewPairLatency_ps 570 \
    tightest_slew_ps 1086 \
    max_freq_ghz 0.2437 \
    cts_tree "built" \
    globalRouteOverflowTotal 0 \
    synthXorXnorAreaFrac_pct 1.378 \
    drive_above_1_share_pct 9.211 \
    required_ps 10560 \
    crit_chain "clkdlybuf4s50_1" \
    coreArea_sq_mm 0.05182 \
    grt_use_total_pct 11.89 \
    finClkSkew_ps 30.85 \
    vias 8608 \
    post_dp_cell_area_sq_mm 0.01793 \
    power_density_mw_per_mm2 146.3 \
    cts_setup_buffers 0 \
    syn_inst 1034 \
    pre_cts_ws_ps 9088 \
    postSynthSeqShare_pct 75.16 \
    die_height_microns 232.1 \
    first_pass_iters 4 \
    grt_max_degree 121 \
    cp_num_buf_inv 1 \
    hp-class "flip-flop to flip-flop" \
    ys_chip_area_sq_mm 0.01589 \
    ir_worst_vdd_mv 0.09693 \
    ys_types 53 \
    synth.mux.area_fraction_pct 8.253 \
    avgSynthCellArea_sq_um 15.37 \
    final-hold-violation-count 0 \
    antenna_found_initial 0 \
    chip_area_sq_mm 0.05389 \
    worstPathArrival_ps 1460 \
    hpwlAfterDp_microns 17820 \
]
through the flow:
step	std cells	utilization, %	total power [mW]
6_report	1896	37.78	2.864
4_1_cts	1896	37.78	2.913
2_1_floorplan	1034	-	1.514
5_1_grt	1896	37.78	2.961
3_3_place_gp	1807	34.59	1.514
3_5_place_dp	1807	34.59	1.514
layout by cell type (no fill, tap or decap), drive strengths merged, types with 5 or more instances in the layout:
cell type	count
nor2	146
and2	5
or4	11
clkdlybuf4s50	130
and4	5
buf	12
xnor2	11
a21oi	6
ha	14
xor2	14
clkbuf	63
mux2i	131
o21ai	10
or3	8
nor4	10
dfxtp	160
and3	11
a32oi	13
clkinv	12
a31oi	13
o211ai	8
nand4	18
edfxtp	291
inv	29
nand3	24
o31ai	11
nand2	17
power by group:
part / internal, mW / leakage (nW) / switching [mW]
sequential: 1.48 / 3.98 / 0
clock: 0.819 / 0.813 / 0.561
combinational: 0.000292 / 2.84 / 0.000323
sequential cells by signal, summed over array words and instances (netlist names), named ones only:
| register | flops |
|---|---|
| temp_data_state | 1 |
| temp_no_data_recieved | 7 |
| output_array | 8 |
| no_data_recieved | 7 |
| state | 1 |
| temp_temp_data_out | 120 |
| temp_data_out | 128 |
| data_out128 | 128 |
| clock_counter | 25 |
| temp_clock_counter | 25 |
final timing paths:
path                            cells past startpoint  slack, ps                startpoint                      to
worst min register to register                      0        400  temp_no_data_recieved[0]     no_data_recieved[0]
worst max-delay path                                1       9100           data_out128[95]            data_out[95]
worst min-delay path                                0        400  temp_no_data_recieved[0]     no_data_recieved[0]
worst max register to register                      5      10030          clock_counter[9]  temp_temp_data_out[31]
synth_stat cells, drive strengths merged (11+ instances only):
cell    instances
a31oi          13
a32oi          13
and3           11
buf            43
dfxtp         160
edfxtp        291
ha             14
inv            22
mux2i         131
nand2          17
nand3          24
nand4          18
nor2          146
o31ai          11
or4            11
xnor2          11
xor2           14
area by class of cell:
| type | instances | area (sq um) | share of cell area, % |
|---|---|---|---|
| clock buffer | 63 | 1371 | 7.005 |
| clock inverter | 26 | 279.0 | 1.425 |
| inverter | 22 | 82.58 | 0.4218 |
| multi-input combinational | 512 | 3636 | 18.57 |
| sequential | 451 | 11940 | 61.00 |
| tap | 680 | 850.8 | 4.346 |
| timing repair buffer | 142 | 1416 | 7.235 |
cells by family after synthesis:
logic type,count (synthesis)
compound gates,71
xor+xnor,25
fa+ha+maj,14
buf+inv,71
flops,451
mux,131
simple gates,271
metal layers:
| metal | wire (microns) | vias up |
|---|---|---|
| met5 | 0 | - |
| met2 | 13580 | 262 |
| met4 | 646 | 0 |
| met1 | 13470 | 4173 |
| li1 | - | 4131 |
| met3 | 2893 | 42 |
Power is estimated from default activity; no workload was simulated.
