--- config.mk ---
export PLATFORM = sky130hd
export DESIGN_NAME = mix_col
export DESIGN_NICKNAME = mix_col
export VERILOG_FILES = /design/flow/design.v
export SDC_FILE = /design/flow/constraint.sdc
export NUM_CORES = 4
export LEC_CHECK = 1
export CORE_UTILIZATION = 30
--- constraint.sdc ---
current_design mix_col

set clk_period 1.5
set clk_io_pct 0.2

create_clock -name clk0 -period $clk_period

set non_clock_inputs [all_inputs -no_clocks]
set_input_delay [expr $clk_period * $clk_io_pct] -clock clk0 $non_clock_inputs
set_output_delay [expr $clk_period * $clk_io_pct] -clock clk0 [all_outputs]
--- design.v ---
`timescale 1ns / 1ps
module GF_2_8_multiplier(
data1,
data2,
data3,
data4,
multiplied_data1,
multiplied_data2,
multiplied_data3,
multiplied_data4
                        );
input [7:0] data1,data2,data3,data4;
output [7:0] multiplied_data1, multiplied_data2, multiplied_data3, multiplied_data4;
assign multiplied_data1=multiply_02(data1)^multiply_03(data2)^multiply_01(data3)^multiply_01(data4);
assign multiplied_data2=multiply_01(data1)^multiply_02(data2)^multiply_03(data3)^multiply_01(data4);
assign multiplied_data3=multiply_01(data1)^multiply_01(data2)^multiply_02(data3)^multiply_03(data4);
assign multiplied_data4=multiply_03(data1)^multiply_01(data2)^multiply_01(data3)^multiply_02(data4);
function [7:0] multiply_01(input [7:0]a);
    begin    
    multiply_01=a;
    end
endfunction
function [7:0] multiply_02(input [7:0]a);
    begin    
    if (a[7]==0) begin        
        multiply_02=a<<1; 
    end else begin
        multiply_02=(a<<1)^8'b00011011;
    end
    end
endfunction  
function [7:0] multiply_03(input [7:0]a);
    reg [7:0]temp;
    begin   
    temp=multiply_02(a);
    multiply_03=temp^a;
    end
endfunction      
endmodule
`timescale 1ns / 1ps
module mix_col(
data_in,
mix_data
);
input  [0:127] data_in;
output  [0:127] mix_data;
GF_2_8_multiplier COL1(data_in[0:7],data_in[8:15],data_in[16:23],data_in[24:31],
                      mix_data[0:7],mix_data[8:15],mix_data[16:23],mix_data[24:31]);
GF_2_8_multiplier COL2(data_in[32:39],data_in[40:47],data_in[48:55],data_in[56:63],
                      mix_data[32:39],mix_data[40:47],mix_data[48:55],mix_data[56:63]);
GF_2_8_multiplier COL3(data_in[64:71],data_in[72:79],data_in[80:87],data_in[88:95],
                        mix_data[64:71],mix_data[72:79],mix_data[80:87],mix_data[88:95]);
GF_2_8_multiplier COL4(data_in[96:103],data_in[104:111],data_in[112:119],data_in[120:127],
                      mix_data[96:103],mix_data[104:111],mix_data[112:119],mix_data[120:127]);
endmodule
--- run.sh ---
#!/bin/bash
# OpenROAD 26Q1-2900-gdf79404cd8, Yosys 0.63+post, stock flow scripts
make -C /OpenROAD-flow-scripts/flow DESIGN_CONFIG=/design/flow/config.mk WORK_HOME=/design/flow/orfs finish
==> run_results.csv <==
group,metric,value,unit
synthesis,ys_cells,322,
grt,gr-usage-all-layers,21.4,%
detailed_routing,via_per_inst,4.33,
floorplan,die_width,135,um
sta,fin_ws,-360,ps
sta,worst_pin_slew,309,ps
layout,flops,0,
sta,finalCriticalPeriod,1860,ps
status,violations,"negative setup slack",
layout,nClkBuffers,0,
sta,grt_setup_unrepaired,"yes",
place,hpwl,13700,um
place,dpl.cell_count,940,
sta,fmax,538,MHz
grt,grt_pass1_wl,28000,um
grt,grt_max_degree,6,
layout,stdcell_count,1080,
place,port_buffers,256,
pwr,pwr-share-comb,100.0,%
synthesis,ys_seq_share,0,%
place,globalplace.congestion,0.936,
synthesis,ys_types,11,
synthesis,syn-cell-area,5290,sq um
floorplan,die_h,135,um
worst_setup_path,cp.arrival,1560,ps
detailed_routing,ant_nets,0,
detailed_routing,first_pass_iters,4,
sta,slew_headroom,79.3,%
layout,flop_area,0,sq um
synthesis,ys.warnings.count,1,
layout,drive_gt1_share,75.3,%
worst_setup_path,crit_fanout,5,
sta,setup_tns,-5370,ps
synthesis,synth_chip_area,5290,sq um
sta,hold_viol_final,0,
worst_setup_path,worstSetupStartpointType,"input pin",
detailed_routing,wirelength,19900,um
pwr,p_sw,0.00182,W
sta,drv_slew,0,
run,cap_violations,0,
pwr,power_density,504,nW/um^2
worst_setup_path,critPathRequiredTime,1200,ps
grt,antenna_found_initial,0,
worst_setup_path,worstSetupPathType,"in2out",
detailed_routing,num_vias,4673,
layout,layout_top_cells,"187 x buf_6, 158 x buf_4, 135 x xnor3_1",
sta,setup_viol,61,
worst_hold_path,whs_path_depth,4,
floorplan,initial_core_util,30.7,%
floorplan,die_area,18200,sq um
pwr,clkPwrFrac,0,%
layout,syn2layout_area_growth,122,%
grt,grt-ovfl-total,0,
worst_setup_path,crit_path_end_kind,"primary output",
floorplan,rows,48,
layout,lay_top_count,"buf_6",
pwr,seqPwrFrac,0,%
pwr,power_leakage,6.57,nW
synthesis,synthCells,322,
grt,grt_pass1_vias,5059,
sta,period_used_share,124,%
floorplan,core-area,17200,sq um
floorplan,io_pins,256,
status,outcome,"finished, violations left",
pwr,p_int,0.00410,W
pwr,worst_ir_drop_vdd,0.275,mV
pwr,swShare,30.8,%
detailed_routing,drc,0,
detailed_routing,avgRoutedWirePerCell,18.4,um
detailed_routing,drt_iter0_markers,105,
detailed_routing,n_antenna_cell,0,
run,warning_count,34,
synthesis,avgSynthCellArea,16.4,sq um
worst_hold_path,hp-class,"in2out",
==> cell type report <==
cell class | count | area, sq um
well taps | 225 | 282
multi-input cells | 299 | 6310
fillers | 1082 | 5480
repair buffers | 556 | 5160
==> cell usage after synthesis <==
cell / number / area, sq um
buf_2: 14 / 70.1
buf_4: 1 / 7.51
buf_6: 1 / 11.3
clkbuf_1: 7 / 26.3
xnor2_1: 68 / 596
xnor2_2: 6 / 97.6
xnor2_4: 3 / 82.6
xnor3_1: 136 / 3060
xor2_1: 47 / 412
xor2_2: 1 / 16.3
xor3_1: 38 / 903
==> path summary, 6_finish.rpt <==
path        start           end  slack, ps
max   data_in[32]  mix_data[56]       -360
min   data_in[35]  mix_data[58]        980
==> metal layers <==
layer	GRT usage (%)	vias to the layer above	part of all wire [%]
li1	-	2200	-
met1	30.9	2279	42
met2	35.5	180	49
met3	4.98	14	8.1
met4	2.12	0	1.2
met5	0	-	0
==> metrics by stage <==
stage / setup slack, ps / hold WS (ps) / cell area, sq um / power [W] / util, %
after global placement: -1060 / 1780 / 9220 / 0.00553 / 53.5
after detailed placement: -1080 / 1790 / 9220 / 0.00552 / 53.5
final: -360 / 983 / 11800 / 0.00592 / 68.2
after floorplan: 30.4 / 747 / 5290 / 0.00222 / -
after global routing: -418 / 1030 / 11800 / 0.00631 / 68.2
after CTS: -259 / 1010 / 11100 / 0.00564 / 64.3
==> power by group through the flow <==
stage / sequential [W] / clock [W] / combinational (W)
after CTS: 0 / 0 / 0.00564
after global routing: 0 / 0 / 0.00631
final: 0 / 0 / 0.00592
==> timing repair <==
item | in CTS | in global routing
pin swaps | 231 | 147
hold buffers | 0 | 0
buffers inserted | 148 | 31
endpoints found under the setup margin | 128 | 117
resized | 1329 | 205
==> kinds of logic after synthesis <==
kind of cell	after synthesis	share of synthesized area, %
buffers and inverters	23	2.18
xor gates and xnor gates	299	97.8
==> critical path, stage by stage <==
cell	delay (ps)
buf_8	100
buf_6	110
buf_12	130
buf_6	120
buf_6	100
xnor3_1	210
xor2_1	290
buf_2	200
Power and IR drop assume default switching activity.
